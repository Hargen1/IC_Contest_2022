**design/flow/run.sh**
```bash
#!/bin/bash
# OpenROAD 26Q1-2900-gdf79404cd8, Yosys 0.63+post, stock flow scripts
make -C /OpenROAD-flow-scripts/flow DESIGN_CONFIG=/design/flow/config.mk WORK_HOME=/design/flow/orfs finish
```
**design/flow/config.mk**
```make
export PLATFORM = sky130hd
export DESIGN_NAME = JAM
export DESIGN_NICKNAME = JAM
export VERILOG_FILES = /design/flow/design.v
export SDC_FILE = /design/flow/constraint.sdc
export NUM_CORES = 4
export LEC_CHECK = 1
export CORE_UTILIZATION = 30
```
**design/flow/constraint.sdc**
```tcl
current_design JAM

set clk_period 6.1
set clk_io_pct 0.2

create_clock -name clk0 -period $clk_period [get_ports {CLK}]

set non_clock_inputs [all_inputs -no_clocks]
set_input_delay [expr $clk_period * $clk_io_pct] -clock clk0 $non_clock_inputs
set_output_delay [expr $clk_period * $clk_io_pct] -clock clk0 [all_outputs]
```
**design/flow/design.v**
```verilog
module JAM (
			input CLK,
			input RST,
			output reg [2:0] W,
			output reg [2:0] J,
			input [6:0] Cost,
			output reg [3:0] MatchCount,
			output reg [9:0] MinCost,
			output reg Valid 
			);
reg [2:0] J_data[0:7];
reg [2:0] count;
reg flag;
reg [2:0] ex_value;
reg [2:0] sort[0:7];
reg [2:0] ex_pos;
reg [2:0] exed_pos;
reg [2:0] exed_value;
reg [1:0] op;
reg [9:0] min;
reg [3:0] cost_cnt;
reg en;
integer i;
always @(posedge CLK or posedge RST) begin
	if (RST) begin
		W <= 7;
	end
	else begin
		if (W == 7) begin
			W <= (flag == 1)? ( W + 1 ) : W;
		end
		else begin
			W <= W + 1;
		end
	end
end
always @(*) begin
	J = J_data[W];
end
always @(posedge CLK or posedge RST) begin
	if (RST) begin
		for(i = 0; i < 8; i = i+1) begin
			J_data[i] <= i;
		end
	end
	else begin
		if (W == 7) begin
			for(i = 0; i < 8; i = i+1) begin
				J_data[i] <= sort[i];
			end
		end
		else begin
			for(i = 0; i < 8; i = i+1) begin
				J_data[i] <= J_data[i];
			end
		end
	end
end
always @(posedge CLK or posedge RST) begin
	if (RST) begin
		for(i = 0; i < 8; i = i+1) begin
			sort[i] <= 7 - i;
		end
	end
	else begin
		case(op)
			2: begin
				if(flag == 1) begin
					for(i = 0; i < 8; i = i+1) begin
						sort[i] <= sort[i];
					end
				end
				else begin
					sort[ex_pos] <= sort[exed_pos];
					sort[exed_pos] <= sort[ex_pos];
				end
			end
			3: begin
				if(flag == 1) begin
					for(i = 0; i < 8; i = i+1) begin
						sort[i] <= sort[i];
					end
				end
				else begin
					sort[count] <= sort[ex_pos - count - 1];
					sort[ex_pos - count - 1] <= sort[count];
				end
			end
			default: begin
				for(i = 0; i < 8; i = i+1) begin
					sort[i] <= sort[i];
				end
			end
		endcase
	end
end
always @(posedge CLK or posedge RST) begin
	if (RST) begin
		count <= 0;
	end
	else begin
		case(op)
			0: count <= 0;
			1: count <= count + 1;
			2: count <= 0;
			3: count <= (count == ( ex_pos ) >> 1 )? count : count + 1;
		endcase
	end
end
always @(posedge CLK or posedge RST) begin
	if (RST) begin
		op <= 0;
	end
	else begin
		case(op)
			0: begin
				if(W == 0) begin
					op <= op;
				end
				else begin
					if (sort[W - 1] == sort[W] + 1) begin
						op <= (flag == 1)? op : 2;
					end
					else begin
						if (sort[W - 1] > sort[W]) begin
							op <= (flag == 1)? op : 1;
						end
						else begin
							op <= op;
						end
					end
				end
			end
			1: begin
				if(ex_value + 1 == sort[count]) begin
					op <= 2;
				end
				else begin
					if (count + 1 == ex_pos) begin
						op <= 2;
					end
					else begin
						op <= op;
					end
				end
			end
			2: begin
				if (ex_pos == 1) begin
					op <= (W == 7)? 0 : op;
				end
				else begin
					op <= 3;
				end
			end
			3: begin
				if (count == ( ex_pos ) >> 1) begin
					op <= (W == 7)? 0 : op;
				end
				else begin
					op <= 3;
				end
			end
			default: op <= op;
		endcase
	end
end
always @(posedge CLK or posedge RST) begin
	if (RST) begin
		ex_pos <= 0;
		ex_value <= 0;
	end
	else begin
		if (W == 7 && flag == 1) begin
			ex_pos <= 0;
			ex_value <= 0; 
		end
		else begin
			if (sort[W - 1] > sort[W]) begin
				ex_pos <= (op == 0)? W : ex_pos;
				ex_value <= (op == 0)? sort[W] : ex_value;
			end
			else begin
				ex_pos <= ex_pos;
				ex_value <= ex_value;
			end
		end
	end
end
always @(posedge CLK or posedge RST) begin
	if (RST) begin
		exed_pos <= 0;
		exed_value <= 7;
	end
	else begin
		case(op)
			0: begin
				exed_pos <= W - 1;
				exed_value <= sort[W - 1];
			end
			1: begin
				if (ex_value + 1 == sort[count]) begin
					exed_pos <= count;
					exed_value <= sort[count];
				end
				else begin
					if (sort[count] < exed_value) begin
						exed_pos <= (sort[count] < ex_value)? exed_pos : count;
						exed_value <= (sort[count] < ex_value)? exed_value : sort[count];
					end
					else begin
						exed_pos <= exed_pos;
						exed_value <= exed_value;
					end
				end
			end
			default: begin
				exed_pos <= exed_pos;
				exed_value <= exed_value;
			end
		endcase
	end
end
always @(posedge CLK or posedge RST) begin
	if (RST) begin
		flag <= 1;
	end
	else begin
		if (W == 7 && flag == 1) begin
			flag <= 0;
		end
		else begin
			case(op)
				2: begin
					if (ex_pos == 1) begin
						flag <= 1;
					end
					else begin
						flag <= flag;
					end
				end
				3: begin
					if (count + 1 == ( ex_pos ) >> 1) begin
						flag <= 1;
					end
					else begin
						flag <= flag;
					end
				end
				default: flag <= flag;
			endcase
		end	
	end
end
always @(posedge CLK or posedge RST) begin
	if (RST) begin
		cost_cnt <= 7;
	end
	else begin
		if (en) begin
			cost_cnt <= cost_cnt + 1;
		end
		else begin
			cost_cnt <= 0;
		end
	end
end
always @(posedge CLK or posedge RST) begin
	if (RST) begin
		en <= 0;
	end
	else begin
		if (W == 6) begin
			en <= 1;
		end
		else begin
			en <= (W == 1)? 0 : en;
		end
	end
end
always @(posedge CLK or posedge RST) begin
	if (RST) begin
		min <= 0;
	end
	else begin
		if (en == 1 && W == 1) begin
			min <= Cost;
		end
		else begin
			if(en == 0 && W == 0 && J == 7) min <= 0;
			else min <= min + Cost;
		end
	end
end
always @(posedge CLK or posedge RST) begin
	if (RST) begin
		MinCost <= 10'd1023;
	end
	else begin
		MinCost <= (cost_cnt == 2)? ( ( min < MinCost )? min : MinCost ) : MinCost;
	end
end
always @(posedge CLK or posedge RST) begin
	if (RST) begin
		MatchCount <= 0;
	end
	else begin
		if (cost_cnt == 2) begin
			if (min == MinCost) begin
				MatchCount <= MatchCount + 1;
			end
			else begin
				MatchCount <= (min < MinCost)? 1 : MatchCount;
			end
		end
		else begin
			MatchCount <= MatchCount;
		end
	end
end
always @(posedge CLK or posedge RST) begin
	if (RST) begin
		Valid <= 0;
	end
	else begin
		if (cost_cnt == 4'hf) begin
			Valid <= 1;
		end
		else begin
			Valid <= 0;
		end
	end
end
endmodule
```
==> results.ini <==
[logic_synthesis]
ys_types = 86
ys_top_logic_family = AND-OR/OR-AND gates
flop_cell = dfrtp_1
ys_sh_xor = 0.0251
yosys.stat.seqShare = 0.323
mappedNetlistArea_mm2 = 0.00783
yosys_area_mm2 = 0.00783
largest_area_cell = dfrtp_1
ys_sh_aoi = 0.216
ys_ff = 99
yosys_warnings = 3
synth_stat.cells = 811
synth.avg_cell_area_um2 = 9.66
simple_gate_share = 0.155
edf_count = 0
synthCells = 811
ys_async_sr_fraction = 1.00
area_leaders = dfrtp_1, dfstp_2, ha_1
synth.mux.area_fraction = 0.146
synth_adder_area_share = 0.0834
synth_top_area_share = 0.176

[worst_hold_path]
holdCritPathClass = flip-flop to flip-flop

[clock_tree]
path_clk_slew_ns = 0.07
clockRootBuffer = clkbuf_16
ctsHoldBuffers = 0
tritoncts = built
cts_resized = 0
insertion_delay_ns = 0.37
cts.sinks = 99
cts_buffers = 9
cts_setup_buffers = 0
cts_max_path_buffers = 2
htreeDepth = 3

[timing]
maxSlewHeadroom = 0.338
fin_tns_setup_ns = 0
fin_crit_ns = 4.28
hold_viol = 0
setup_viol_count_final = 0
finClkSkew_ns = 0.0164
fmax_mhz = 234
rsz0062_at_grt = no
tightest_slew_ns = 0.978
fin_crit_sh = 0.701
maxSlewViolCount = 0

[final_layout]
fin_area_mm2 = 0.00872
nFillCells = 2538
drive_gt1_frac = 0.194
layout.cells.non_filler = 1156
comb_area_mm2 = 0.00490
regArea_mm2 = 0.00253
syn2layout_area_growth_pct = 11.4

[flow_run]
maxCapViolCount = 0
tool_warnings = 36

[detailed_routing]
wl_um = 23500
diodes = 0
drtAntennaViolNets = 0
dr.first_iter.drc_count = 673
drc = 0
routedWlPerCell_um = 20.3
viasPerCell = 5.75
firstDrtPassIters = 6
dr_total_vias = 6642

[global_routing]
grt_max_degree = 54
overflow = 0
antenna_found_initial = 0
grt_pass1_vias = 6372
grt_use_total = 0.185
grt_pass1_wl_um = 37300

[floorplanning]
die_h_um = 164
die_area_mm2 = 0.0268
io_pins = 30
num_rows = 58
die_w_um = 164
initial_core_util = 0.308
coreArea_mm2 = 0.0254

[status]
status = complete, no violations

[worst_setup_path]
arrival_ns = 3.06
crit_fanout = 14
critPathCaptureType = primary output
start_kind = flip-flop
worstSetupPathType = flip-flop to primary output
worst-endpoint-required_ns = 4.88

[place]
port_buffers = 29
placedCellCount = 1140
dp_hpwl_um = 16300
gp_congestion = 0.919
placed_cell_area_mm2 = 0.00844

[power]
powerDensity_mw_per_mm2 = 207
power.leakage_uw = 0.00354
ir_drop_mv = 0.188

-- flip-flops by register name, indices dropped and copies added (netlist names) --
| register | cells |
|---|---|
| J_data | 24 |
| MatchCount | 4 |
| MinCost | 10 |
| Valid | 1 |
| W | 3 |
| cost_cnt | 4 |
| count | 3 |
| en | 1 |
| ex_pos | 3 |
| ex_value | 3 |
| exed_pos | 3 |
| exed_value | 3 |
| flag | 1 |
| min | 10 |
| op | 2 |
| sort | 24 |
-- worst max-delay path: stages, from the launching register on --
cell and delay [ns]:
dfstp_2 0.59, ha_1 0.38, ha_1 0.55, nor3_1 0.22, and2_1 0.21, o31a_1 0.33, clkdlybuf4s50_1 0.42
-- area by class of cell --
| class | count | share of cell area |
|---|---|---|
| clock buffers | 9 | 0.0258 |
| clock inverters | 7 | 0.00688 |
| well taps | 330 | 0.0473 |
| multi-input cells | 616 | 0.562 |
| flip-flops and latches | 99 | 0.290 |
| inverters | 53 | 0.0231 |
| repair buffers | 42 | 0.0445 |
-- per-stage QoR --
step                       util  hold WS (ns)  worst slack [ns]  total power, uW
final                     0.343         0.469              1.82             1810
after global routing      0.343         0.481              1.65             1940
after CTS                 0.343         0.477              1.84             1830
after detailed placement  0.332         0.466              2.24             1250
after global placement    0.332         0.465              2.28             1250
after floorplan               -         0.429              2.36             1100
-- cells in the mapped netlist (5+ instances only) --
master,n
dfstp_2,44
xnor2_1,9
o21ai_0,28
nand4_1,6
dfrtp_1,55
a22oi_1,7
nor2_1,39
a221oi_1,15
nor2b_1,22
nand2_1,53
a221o_1,5
a21oi_1,37
mux2_2,47
mux2i_1,36
a22o_1,11
a31oi_1,9
nand3b_1,5
a211oi_1,6
nor3_1,23
o31a_1,8
a211o_1,9
a21o_1,9
clkbuf_1,27
a222oi_1,10
xor2_1,8
and2_1,9
nand2b_1,11
o211ai_1,5
and3_1,6
buf_2,9
nand3_1,26
mux4_2,9
inv_1,51
ha_1,49
o21ai_1,13
-- cell usage in the layout, fill, tap and decap left out, drive strengths merged, types with 8 or more instances in the layout --
master | synthesis | routed
a21o | 9 | 9
mux4 | 9 | 9
a211o | 9 | 9
o31a | 8 | 8
nand2 | 53 | 53
buf | 16 | 13
o21ai | 41 | 41
a221oi | 15 | 15
and2 | 10 | 10
mux2i | 36 | 36
inv | 53 | 56
clkdlybuf4s50 | 0 | 29
dfstp | 44 | 44
dfrtp | 55 | 55
xor2 | 8 | 8
xnor2 | 9 | 9
nor2 | 42 | 42
nand3 | 26 | 26
a222oi | 10 | 10
a22o | 11 | 11
a31oi | 13 | 13
nor2b | 22 | 22
nand2b | 11 | 11
a21oi | 37 | 37
ha | 49 | 49
clkbuf | 27 | 9
mux2 | 51 | 51
nor3 | 28 | 28
-- per-layer routing --
layer | up-vias | global-route usage | part of all wire
met1 | 3169 | 0.280 | 0.45
met5 | - | 0 | 0
met3 | 56 | 0.0380 | 0.085
met2 | 343 | 0.272 | 0.44
li1 | 3074 | - | -
met4 | 0 | 0.0509 | 0.027
-- final timing paths --
path	depth (start not counted)	slack, ns	to	from
setup / recovery	6	1.82	J[2]	W[1]
hold / removal	1	0.47	MatchCount[3]	MatchCount[3]
setup reg to reg	11	2.20	op[0]	W[2]
hold reg to reg	1	0.47	MatchCount[3]	MatchCount[3]
max in group asynchronous	3	3.65	J_data[0][1]	RST
min in group asynchronous	2	1.34	sort[2][1]	RST
-- report_power, final --
group | total, uW | switching (uW) | internal [uW]
clock network | 570 | 285 | 284
registers | 819 | 68.5 | 751
logic | 420 | 186 | 235
-- kinds of logic after synthesis --
| group | after synthesis |
|---|---|
| simple gates | 227 |
| compound gates | 223 |
| flops | 99 |
| buf+inv | 96 |
| mux | 96 |
| fa+ha+maj | 51 |
| xor+xnor | 19 |
Power and IR drop assume default switching activity.
